==> run.sh <==
#!/bin/bash
# OpenROAD 26Q1-2900-gdf79404cd8, Yosys 0.63+post, stock flow scripts
make -C /OpenROAD-flow-scripts/flow DESIGN_CONFIG=/design/flow/config.mk WORK_HOME=/design/flow/orfs finish
==> config.mk <==
export PLATFORM = sky130hd
export DESIGN_NAME = seg_dynamic_drive
export DESIGN_NICKNAME = seg_dynamic_drive
export VERILOG_FILES = /design/flow/design.v
export SDC_FILE = /design/flow/constraint.sdc
export NUM_CORES = 4
export LEC_CHECK = 1
export CORE_UTILIZATION = 30
==> constraint.sdc <==
current_design seg_dynamic_drive

set clk_period 2.5
set clk_io_pct 0.2

create_clock -name clk0 -period $clk_period [get_ports {clk}]

set non_clock_inputs [all_inputs -no_clocks]
set_input_delay [expr $clk_period * $clk_io_pct] -clock clk0 $non_clock_inputs
set_output_delay [expr $clk_period * $clk_io_pct] -clock clk0 [all_outputs]
==> design.v <==
module seg_dynamic_drive(
input  clk,
input [15:0] data, 
input  [3:0] dp,  
output reg [3:0] SEG_S,  
output reg [7:0] SEG,
output reg [7:0] data_to_pc
);
reg [16:0] cnt;
always @ (posedge clk) 
 cnt <= cnt + 1'b1; 
reg [3:0] ASCII;
reg [3:0] HEX;    
always  @ (posedge clk)
begin
 case(cnt[16:15])  
  2'b00 : HEX <= data[3:0];
  2'b01 : HEX <= data[7:4];
  2'b10 : HEX <= data[11:8]; 
  2'b11 : HEX <= data[15:12];
  default : ;
 endcase
end
always  @ (posedge clk)
begin
 case(cnt[16:15])  
  2'b11 : ASCII<= 4'b1111;
  2'b10 : ASCII <= data[7:4];
  2'b01 : ASCII <= data[11:8]; 
  2'b00 : ASCII <= data[15:12];
  default : ;
 endcase
end
always  @ (posedge clk) 
begin
 case(cnt[16:15])
  2'b00 : SEG_S <= 4'b0001;
  2'b01 : SEG_S <= 4'b0010;
  2'b10 : SEG_S <= 4'b0100;
  2'b11 : SEG_S <= 4'b1000;
  default : ;
 endcase
end
always  @ (posedge clk)
begin
 case(cnt[16:15])
  2'b00 : SEG[7] <= dp[0];
  2'b01 : SEG[7] <= dp[1];
  2'b10 : SEG[7] <= dp[2];
  2'b11 : SEG[7] <= dp[3];
  default : ;
 endcase
end
always @ (ASCII)
begin
 case(ASCII)
      4'h0: data_to_pc[7:0] <= 8'b00110000; 
      4'h1: data_to_pc[7:0] <= 8'b00110001; 
      4'h2: data_to_pc[7:0] <= 8'b00110010; 
      4'h3: data_to_pc[7:0] <= 8'b00110011; 
      4'h4: data_to_pc[7:0] <= 8'b00110100; 
      4'h5: data_to_pc[7:0] <= 8'b00110101; 
      4'h6: data_to_pc[7:0] <= 8'b00110110; 
      4'h7: data_to_pc[7:0] <= 8'b00110111; 
      4'h8: data_to_pc[7:0] <= 8'b00111000; 
      4'h9: data_to_pc[7:0] <= 8'b00111001; 
      4'hA: data_to_pc[7:0] <= 8'b01000001; 
      4'hB: data_to_pc[7:0] <= 8'b01000010; 
      4'hC: data_to_pc[7:0] <= 8'b01000011; 
      4'hD: data_to_pc[7:0] <= 8'b01000100; 
      4'hE: data_to_pc[7:0] <= 8'b01000101; 
      4'hF: data_to_pc[7:0] <= 8'b00001101; 
      default: ;
    endcase
end
always @ (HEX)
begin
 case(HEX)
      4'h0: SEG[6:0] <= 7'b1000000;     
      4'h1: SEG[6:0] <= 7'b1111001;
      4'h2: SEG[6:0] <= 7'b0100100;
      4'h3: SEG[6:0] <= 7'b0110000;
      4'h4: SEG[6:0] <= 7'b0011001;
      4'h5: SEG[6:0] <= 7'b0010010;
      4'h6: SEG[6:0] <= 7'b0000010;
      4'h7: SEG[6:0] <= 7'b1111000;
      4'h8: SEG[6:0] <= 7'b0000000;
      4'h9: SEG[6:0] <= 7'b0010000;
      4'hA: SEG[6:0] <= 7'b0001000;
      4'hB: SEG[6:0] <= 7'b0000011;
      4'hC: SEG[6:0] <= 7'b1000110;
      4'hD: SEG[6:0] <= 7'b0100001;
      4'hE: SEG[6:0] <= 7'b0000110;
      4'hF: SEG[6:0] <= 7'b0001110;
      default: ;
    endcase
end
endmodule
==> Slide: Implementation Results <==
Run Summary

Outcome
  – Outcome: completed

Floorplan
  – Die width: about 76 µm
  – Vertical extent of the die: 75.7 µm
  – Row count: 26
  – Init Core Util: 0.315
  – Core region area: 5170 µm²
  – I/O pin cnt: 41
  – Die ar.: roughly 5700 µm²

Clock network
  – TritonCTS clock tree: yes
  – Clock latency on the worst-skew pair: 0.28 ns
  – Setup bufs post-CTS: 0
  – Number of instances resized during post-cts repair: 0
  – Depth of the CTS H-tree: 2
  – CTS clock-pin slew for the worst setup and hold paths: ~0.07 ns
  – Buffer depth of the longest clock path: 2
  – CTS root buffer: sky130_fd_sc_hd__clkbuf_8
  – Total clock buffers created by CTS: 5
  – Count of hold buffers inserted by post-cts repair: 0
  – Total number of clock tree sinks: 35

GRT
  – First-pass GRT wire length: 4470 µm
  – Number of antenna violations at the first check in global routing: 0
  – Overall track demand over capacity in global routing: 0.104
  – Largest net degree at the start of global routing: 15
  – Global-route congestion overflow total: 0
  – Number of global-route vias before repair: 952

Placement
  – Weighted congestion reported at the end of routability-driven placement: 0.766
  – Dpl cell area: 2070 µm²
  – Placed wire-length estimate: 2060 µm
  – DP Worst Slack: 0.0524 ns
  – Count of input and output buffers: 39

Synthesis
  – Area share of the leading cell type in the synthesized netlist: 0.430
  – Cells after synthesis: 151
  – Most used DFF post-synth: sky130_fd_sc_hd__dfxtp_1
  – Total standard cell area after synthesis: 1630 µm²
  – Post-synthesis cell count from yosys: around 150
  – Number of warning messages in the yosys log: 1
  – Fraction of registers with async set or reset after synthesis: 0
  – Flops out of synthesis: 35
  – Chip area in the Yosys report: roughly 1600 µm²
  – Synthesized area divided by synthesized cell count: ~11 µm²
  – Number of library cell types mapped by synthesis: 33
  – Count of flip-flops with a built-in enable after synthesis: 0
  – Top cells, area: sky130_fd_sc_hd__dfxtp_1 43%, sky130_fd_sc_hd__ha_1 8.5%, sky130_fd_sc_hd__mux4_2 6.9%
  – Dominant cell type by area after synthesis: sky130_fd_sc_hd__dfxtp_1
  – Portion of the post-synthesis area used by sequential elements: 0.430

Worst hold path
  – Kind of path behind the tightest hold check: flip-flop to flip-flop
  – Origin of the worst min-delay path: cnt[0]

Cells and area
  – Layout filler cell count: 472
  – Share of layout cells above drive strength 1: 0.108
  – Relative area change from synthesis to final layout: 35.6%
  – Layout Utilization: 0.427
  – Final Instance Area: 2210 µm²

Routing
  – Final wirelength: 2850 µm
  – WL/cell: approximately 11 µm
  – Remaining antenna violation count: 0
  – DRC marker count from the first detailed-route iteration: 44
  – Number of search-and-repair iterations in the first detailed-routing pass: 4
  – Vias after detailed routing: 1137
  – DR DRC count: 0
  – # diodes: 0
  – Post-detailed-route via-to-cell ratio: 4.31

Power
  – Total power: 1.31 mW
  – P_sw: 0.246 mW
  – Internal cell power: about 1.1 mW
  – Peak ir drop on the vdd network: between 0.2 and 0.25 mV
  – Leakage power of the design: 0.886 nW
  – Combinational group share of total power: 0.099
  – Switching portion of total power: 0.188
  – Portion of total power attributed to the clock network: 0.459
  – Power share of the sequential group: 0.443
  – Power density normalized to cell area: 592 nW/µm²

Final timing
  – Slew at the pin closest to its max-slew limit: approximately 0.53 ns
  – Final TNS setup: 0 ns
  – Hold Vio Cnt, Final: 0
  – Setup slack after layout: 0.332 ns
  – Highest achievable clock rate: about 460 MHz
  – Endpoints failing setup: 0
  – Unrepaired setup endpoints after global routing: no
  – Worst relative slew slack: 0.644
  – Part of the cycle the worst path needs: 0.867
  – Layout Skew: around 0.0022 ns
  – Final slew viol count: 0
  – Minimum period implied by the final worst setup slack: 2.17 ns

Critical path
  – Most frequent CP cell: sky130_fd_sc_hd__inv_1
  – FF-to-FF Start: cnt[15]
  – CP Cell Sequence: clkdlybuf4s50_1 > mux4_1 > inv_1 > ha_1 > inv_1 > mux4_2
  – Worst reg-to-reg setup slack: 0.34 ns
  – Buffers and inverters on the worst path: 3
  – Critical path fanouts, max: 6
  – Critical path startpoint category: input pin
  – Critical-path top delay cell: sky130_fd_sc_hd__mux4_1
  – Required time reported for the critical path endpoint: 2.66 ns
  – Data arrival time of the critical path: approximately 2.3 ns
  – Launching element of the worst setup path: data[9]
  – Cell family contributing the most delay on the critical path: multiplexers
  – WS Path Type: input pin to flip-flop
  – Delay of the slowest critical-path stage: 0.62 ns
  – Worst Setup End Kind: flip-flop

Run
  – Log Warnings: 33
  – Max Cap Viol: 0
[layout by cell type (no fill, tap or decap), drive strengths merged]
cell type / Yosys / final
clkdlybuf4s50: 0 / 39
dfxtp: 35 / 35
inv: 11 / 11
ha: 11 / 11
nand3: 9 / 9
xnor2: 9 / 9
nor2: 9 / 9
nand2: 7 / 7
xor2: 6 / 6
mux2: 6 / 6
mux2i: 6 / 6
mux4: 6 / 6
clkbuf: 1 / 6
o22ai: 5 / 5
nand4: 3 / 3
and3: 2 / 2
nor3: 2 / 2
and4: 2 / 2
nand2b: 2 / 2
a21oi: 2 / 2
o21ai: 2 / 2
nor3b: 2 / 2
nor2b: 2 / 2
bufinv: 0 / 2
buf: 5 / 2
o22a: 1 / 1
or2: 1 / 1
a32o: 1 / 1
o21a: 1 / 1
and2: 1 / 1
conb: 1 / 1
[final timing paths]
kind                 end  cells after the start
setup reg to reg  SEG[3]                      5
setup / recovery  SEG[3]                      6
hold reg to reg   cnt[0]                      1
hold / removal    cnt[0]                      1
[state kept, by name (all words and copies together), names as in the netlist]
register and count:
data_to_pc 6, SEG 8, SEG_S 4, cnt 17
[cell families (layout without fill, tap and decap cells)]
| family | after synthesis | count (layout) | share of synthesized area |
|---|---|---|---|
| AND/OR/NAND/NOR | 42 | 42 | 0.133 |
| flip-flops | 35 | 35 | 0.430 |
| multiplexers | 18 | 18 | 0.164 |
| buffers and inverters | 17 | 60 | 0.0538 |
| XOR/XNOR | 15 | 15 | 0.0807 |
| AND-OR/OR-AND | 12 | 12 | 0.0515 |
| adder cells (fa/ha/maj) | 11 | 11 | 0.0845 |
| other | 1 | 1 | 0.00230 |
[metal layers]
| layer | track usage | share of wire | wire length [µm] |
|---|---|---|---|
| met1 | 0.160 | 0.49 | 1410 |
| met2 | 0.150 | 0.43 | 1230 |
| met3 | 0.0268 | 0.050 | 142 |
| met4 | 0.0206 | 0.023 | 66 |
| met5 | 0 | 0 | 0 |
[final cells by class]
type | count | area (µm²) | share of cell area
clock inverter | 2 | 60.1 | 0.0272
sequential | 35 | 701 | 0.317
multi-input combinational | 99 | 840 | 0.380
tap | 70 | 87.6 | 0.0397
timing repair buffer | 41 | 405 | 0.184
inverter | 11 | 41.3 | 0.0187
clock buffer | 6 | 72.6 | 0.0329
[synth_stat cells (3+ instances only)]
cell,instances
sky130_fd_sc_hd__nand4_1,3
sky130_fd_sc_hd__nand2_1,7
sky130_fd_sc_hd__mux4_2,5
sky130_fd_sc_hd__dfxtp_1,35
sky130_fd_sc_hd__mux2_2,6
sky130_fd_sc_hd__ha_1,11
sky130_fd_sc_hd__inv_1,11
sky130_fd_sc_hd__nand3_1,9
sky130_fd_sc_hd__xor2_1,6
sky130_fd_sc_hd__mux2i_1,6
sky130_fd_sc_hd__nor2_1,9
sky130_fd_sc_hd__xnor2_1,9
sky130_fd_sc_hd__o22ai_1,4
[power groups by stage]
stage | Clock [mW] | Combinational, mW | Sequential (mW)
CTS | 0.623 | 0.130 | 0.579
global route | 0.643 | 0.143 | 0.581
finish | 0.600 | 0.129 | 0.579
[stage by stage]
stage,hold slack [ns],std cells
2_1_floorplan,0.379,151
3_3_place_gp,0.396,256
3_5_place_dp,0.400,256
4_1_cts,0.418,264
5_1_grt,0.440,264
6_report,0.417,264
Power and IR drop assume default switching activity.
