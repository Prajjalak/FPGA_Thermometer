`flow/run.sh`:
```
#!/bin/bash
# OpenROAD 26Q1-2900-gdf79404cd8, Yosys 0.63+post, stock flow scripts
make -C /OpenROAD-flow-scripts/flow DESIGN_CONFIG=/design/flow/config.mk WORK_HOME=/design/flow/orfs finish
```
`flow/config.mk`:
```
export PLATFORM = sky130hd
export DESIGN_NAME = ds18b20_drive
export DESIGN_NICKNAME = ds18b20_drive
export VERILOG_FILES = /design/flow/design.v
export SDC_FILE = /design/flow/constraint.sdc
export NUM_CORES = 4
export LEC_CHECK = 1
export CORE_UTILIZATION = 40
```
`flow/constraint.sdc`:
```
current_design ds18b20_drive

set clk_period 1.3
set clk_io_pct 0.2

create_clock -name clk0 -period $clk_period [get_ports {clk}]

set non_clock_inputs [all_inputs -no_clocks]
set_input_delay [expr $clk_period * $clk_io_pct] -clock clk0 $non_clock_inputs
set_output_delay [expr $clk_period * $clk_io_pct] -clock clk0 [all_outputs]
```
`flow/design.v`:
```
module ds18b20_drive(
  input         clk,                   
  input         rst_n,                  
  inout         one_wire,              
  output [15:0] temperature   );          
reg [5:0] cnt;                        
always @ (posedge clk, negedge rst_n)
  if (!rst_n)
    cnt <= 0;
  else
    if (cnt == 49)
      cnt <= 0;
    else
      cnt <= cnt + 1'b1;
reg clk_1us;                            
always @ (posedge clk, negedge rst_n)
  if (!rst_n)
    clk_1us <= 0;
  else
    if (cnt <= 24)                     
      clk_1us <= 0;
    else
      clk_1us <= 1;      
reg [19:0] cnt_1us;                      
reg cnt_1us_clear;                      
always @ (posedge clk_1us)
  if (cnt_1us_clear)
    cnt_1us <= 0;
  else
    cnt_1us <= cnt_1us + 1'b1;
parameter S00     = 5'h00;
parameter S0      = 5'h01;
parameter S1      = 5'h03;
parameter S2      = 5'h02;
parameter S3      = 5'h06;
parameter S4      = 5'h07;
parameter S5      = 5'h05;
parameter S6      = 5'h04;
parameter S7      = 5'h0C;
parameter WRITE0  = 5'h0D;
parameter WRITE1  = 5'h0F;
parameter WRITE00 = 5'h0E;
parameter WRITE01 = 5'h0A;
parameter READ0   = 5'h0B;
parameter READ1   = 5'h09;
parameter READ2   = 5'h08;
parameter READ3   = 5'h18;
reg [4:0] state;                     
reg one_wire_buf;                     
reg [15:0] temperature_buf;           
reg [5:0] step;                        
reg [3:0] bit_valid;                  
always @(posedge clk_1us, negedge rst_n)
begin
  if (!rst_n)
  begin
    one_wire_buf <= 1'bZ;
    step         <= 0;
    state        <= S00;
  end
  else
  begin
    case (state)
      S00 : begin               
              temperature_buf <= 16'h001F; 
              state           <= S0;
            end
      S0 :  begin                       
              cnt_1us_clear <= 1;
              one_wire_buf  <= 0;              
              state         <= S1;
            end
      S1 :  begin
              cnt_1us_clear <= 0;
              if (cnt_1us == 500)        
              begin
                cnt_1us_clear <= 1;
                one_wire_buf  <= 1'bZ;  
                state         <= S2;
              end 
            end
      S2 :  begin
              cnt_1us_clear <= 0;
              if (cnt_1us == 100)        
              begin
                cnt_1us_clear <= 1;
                state         <= S3;
              end 
            end
      S3 :  if (~one_wire)             
              state <= S4;
            else if (one_wire)       
              state <= S0;
      S4 :  begin
              cnt_1us_clear <= 0;
              if (cnt_1us == 400)         
              begin
                cnt_1us_clear <= 1;
                state         <= S5;
              end 
            end        
      S5 :  begin                   
              if      (step == 0)      
              begin
                step  <= step + 1'b1;
                state <= WRITE0;
              end
              else if (step == 1)
              begin
                step  <= step + 1'b1;
                state <= WRITE0;
              end
              else if (step == 2)
              begin                
                one_wire_buf <= 0;
                step         <= step + 1'b1;
                state        <= WRITE01; 
              end
              else if (step == 3)
              begin
                one_wire_buf <= 0;
                step         <= step + 1'b1;
                state        <= WRITE01;                
              end
              else if (step == 4)
              begin
                step  <= step + 1'b1;
                state <= WRITE0;
              end
              else if (step == 5)
              begin
                step  <= step + 1'b1;
                state <= WRITE0;
              end
              else if (step == 6)
              begin
                one_wire_buf <= 0;
                step         <= step + 1'b1;
                state        <= WRITE01;
              end
              else if (step == 7)
              begin
                one_wire_buf <= 0;
                step         <= step + 1'b1;
                state        <= WRITE01;
              end
              else if (step == 8)      
              begin
                step  <= step + 1'b1;
                state <= WRITE0;
              end
              else if (step == 9)
              begin
                step  <= step + 1'b1;
                state <= WRITE0;
              end
              else if (step == 10)
              begin
                one_wire_buf <= 0;
                step         <= step + 1'b1;
                state        <= WRITE01;
              end
              else if (step == 11)
              begin
                step  <= step + 1'b1;
                state <= WRITE0;
              end
              else if (step == 12)
              begin
                step  <= step + 1'b1;
                state <= WRITE0;
              end
              else if (step == 13)
              begin
                step  <= step + 1'b1;
                state <= WRITE0;
              end
              else if (step == 14)
              begin
                one_wire_buf <= 0;
                step         <= step + 1'b1;
                state        <= WRITE01;
              end
              else if (step == 15)
              begin
                step  <= step + 1'b1;
                state <= WRITE0;
              end
              else if (step == 16)
              begin
                one_wire_buf <= 1'bZ;
                step         <= step + 1'b1;
                state        <= S6;                
              end
              else if (step == 17)
              begin
                step  <= step + 1'b1;
                state <= WRITE0;
              end
              else if (step == 18)
              begin
                step  <= step + 1'b1;
                state <= WRITE0;
              end
              else if (step == 19)
              begin
                one_wire_buf <= 0;
                step         <= step + 1'b1;
                state        <= WRITE01;                
              end
              else if (step == 20)
              begin
                step  <= step + 1'b1;
                state <= WRITE01;
                one_wire_buf <= 0;
              end
              else if (step == 21)
              begin
                step  <= step + 1'b1;
                state <= WRITE0;
              end
              else if (step == 22)
              begin
                step  <= step + 1'b1;
                state <= WRITE0;
              end
              else if (step == 23)
              begin
                one_wire_buf <= 0;
                step         <= step + 1'b1;
                state        <= WRITE01;
              end
              else if (step == 24)
              begin
                one_wire_buf <= 0;
                step         <= step + 1'b1;
                state        <= WRITE01;               
              end
              else if (step == 25)     
              begin
                step  <= step + 1'b1;
                state <= WRITE0;
              end
              else if (step == 26)
              begin
                one_wire_buf <= 0;
                step         <= step + 1'b1;
                state        <= WRITE01;                
              end
              else if (step == 27)
              begin
                one_wire_buf <= 0;
                step         <= step + 1'b1;
                state        <= WRITE01;                
              end
              else if (step == 28)
              begin
                one_wire_buf <= 0;
                step         <= step + 1'b1;
                state        <= WRITE01;                
              end
              else if (step == 29)
              begin
                one_wire_buf <= 0;
                step         <= step + 1'b1;
                state        <= WRITE01;
              end
              else if (step == 30)
              begin
                one_wire_buf <= 0;
                step         <= step + 1'b1;
                state        <= WRITE01;
              end
              else if (step == 31)
              begin
                step  <= step + 1'b1;
                state <= WRITE0;
              end
              else if (step == 32)
              begin
                one_wire_buf <= 0;
                step         <= step + 1'b1;
                state        <= WRITE01;
              end
              else if (step == 33)
              begin
                step  <= step + 1'b1;
                state <= S7;
              end 
            end
      S6 :  begin
              cnt_1us_clear <= 0;
              if (cnt_1us == 750000 | one_wire)    
              begin
                cnt_1us_clear <= 1;
                state         <= S0;   
              end 
            end
      S7 :  begin                     
              if      (step == 34)
              begin
                bit_valid    <= 0;
                one_wire_buf <= 0;
                step         <= step + 1'b1;
                state        <= READ0;
              end
              else if (step == 35)
              begin
                bit_valid    <= bit_valid + 1'b1;
                one_wire_buf <= 0;
                step         <= step + 1'b1;
                state        <= READ0;
              end
              else if (step == 36)
              begin
                bit_valid    <= bit_valid + 1'b1;
                one_wire_buf <= 0;
                step         <= step + 1'b1;
                state        <= READ0;
              end
              else if (step == 37)
              begin
                bit_valid    <= bit_valid + 1'b1;
                one_wire_buf <= 0;
                step         <= step + 1'b1;
                state        <= READ0;               
              end
              else if (step == 38)
              begin
                bit_valid    <= bit_valid + 1'b1;
                one_wire_buf <= 0;
                step         <= step + 1'b1;
                state        <= READ0;                
              end
              else if (step == 39)
              begin
                bit_valid    <= bit_valid + 1'b1;
                one_wire_buf <= 0;
                step         <= step + 1'b1;
                state        <= READ0;               
              end
              else if (step == 40)
              begin
                bit_valid    <= bit_valid + 1'b1;
                one_wire_buf <= 0;
                step         <= step + 1'b1;
                state        <= READ0;                
              end
              else if (step == 41)
              begin
                bit_valid    <= bit_valid + 1'b1;
                one_wire_buf <= 0;
                step         <= step + 1'b1;
                state        <= READ0;
              end
              else if (step == 42)
              begin
                bit_valid    <= bit_valid + 1'b1;
                one_wire_buf <= 0;
                step         <= step + 1'b1;
                state        <= READ0;                
              end
              else if (step == 43)
              begin
                bit_valid    <= bit_valid + 1'b1;
                one_wire_buf <= 0;
                step         <= step + 1'b1;
                state        <= READ0;
              end
              else if (step == 44)
              begin
                bit_valid    <= bit_valid + 1'b1;
                one_wire_buf <= 0;
                step         <= step + 1'b1;
                state        <= READ0;                
              end
              else if (step == 45)
              begin
                bit_valid    <= bit_valid + 1'b1;
                one_wire_buf <= 0;
                step         <= step + 1'b1;
                state        <= READ0;                
              end
              else if (step == 46)
              begin
                bit_valid    <= bit_valid + 1'b1;
                one_wire_buf <= 0;
                step         <= step + 1'b1;
                state        <= READ0;                
              end
              else if (step == 47)
              begin
                bit_valid    <= bit_valid + 1'b1;
                one_wire_buf <= 0;
                step         <= step + 1'b1;
                state        <= READ0;                
              end
              else if (step == 48)
              begin
                bit_valid    <= bit_valid + 1'b1;
                one_wire_buf <= 0;
                step         <= step + 1'b1;
                state        <= READ0;                
              end
              else if (step == 49)
              begin
                bit_valid    <= bit_valid + 1'b1;
                one_wire_buf <= 0;
                step         <= step + 1'b1;
                state        <= READ0;                
              end
              else if (step == 50)
              begin
                step  <= 0;
                state <= S0;
              end 
            end            
      WRITE0 :
            begin
              cnt_1us_clear <= 0;
              one_wire_buf  <= 0;                 
              if (cnt_1us == 80)        
              begin
                cnt_1us_clear <= 1;
                one_wire_buf  <= 1'bZ;            
                state         <= WRITE00;
              end 
            end
      WRITE00 :                       
              state <= S5;
      WRITE01 :                       
              state <= WRITE1;
      WRITE1 :
            begin
              cnt_1us_clear <= 0;
              one_wire_buf  <= 1'bZ;   
              if (cnt_1us == 80)        
              begin
                cnt_1us_clear <= 1;
                state         <= S5;
              end 
            end
      READ0 : state <= READ1;          
      READ1 :
            begin
              cnt_1us_clear <= 0;
              one_wire_buf  <= 1'bZ;   
              if (cnt_1us == 10)       
              begin
                cnt_1us_clear <= 1;
                state         <= READ2;
              end 
            end
      READ2 :                          
            begin
              temperature_buf[bit_valid] <= one_wire;
              state                      <= READ3;
            end
      READ3 :
            begin
              cnt_1us_clear <= 0;
              if (cnt_1us == 55)       
              begin
                cnt_1us_clear <= 1;
                state         <= S7;
              end 
            end
      default : state <= S00;
    endcase 
  end 
end 
assign one_wire = one_wire_buf;         
wire [15:0] t_buf = temperature_buf & 16'h07FF;
assign temperature[3:0]   = (t_buf[3:0] * 10) >> 4;
assign temperature[7:4]   = (((t_buf[7:4] * 10) >> 4) >= 4'd10) ? (((t_buf[7:4] * 10) >> 4) - 'd10) : ((t_buf[7:4] * 10) >> 4);
assign temperature[11:8]  = (((t_buf[7:4] * 10) >> 4) >= 4'd10) ? (((t_buf[11:8] * 10) >> 4) + 'd1) + 'd2 : ((t_buf[11:8] * 10) >> 4) + 'd2;
assign temperature[15:12] = temperature_buf[12] ? 1 : 0;
endmodule
```
==> flow_summary.yaml <==
# synthesis and place-and-route metrics
clock_network:
  clockBufferDepth: 2
  numCtsBuffers: 3
  postCtsHoldBufs: 0
  cts_max_level: 1
  clockRootBuffer: "clkbuf_8"
  cts_tree: "yes"
  clk_latency_ns: 0.22
  cts.reportedPaths.clkPinSlew_ns: 0.04
layout:
  lay_top_count: "nor2_1"
  fin_area_um2: 4350
  syn2layout_area_growth_pct: 6.76
  regArea_um2: 1660
  mi_logic_area_um2: 2200
  mostFrequentLayoutCells: "52 x nor2_1, 39 x nand2_1, 29 x dfrtp_1"
  n_fill_cell: 990
  drive_gt1_share_pct: 5.79
  final_util_pct: 44.3
floorplanning:
  coreArea_um2: 9820
  die_area_um2: 10600
  fp.dieH_um: 103
  rows: 36
  fp_util_pct: 41.5
  io_pins: 19
  die_width_um: 103
pwr:
  worst_ir_drop_vdd_uv: 590
  p_seq_share_pct: 40.0
  switching_share_pct: 20.3
  p_leak_nw: 1.66
  switching_power_mw: 0.113
  power.density_nw_per_um2: 127
  pwr-share-comb_pct: 5.8
  p_int_mw: 0.441
  p_clk_share_pct: 54.2
min_path:
  hold_class: "in2async"
logic_synthesis:
  yosys-stat-area_um2: 4070
  yosys.cell_types.count: 68
  ys_ff: 67
  ys_cells: 445
  syn_avg_cell_area_um2: 9.15
  postSynthSeqShare_pct: 40.8
  async_flop_share_pct: 44.8
  edf_count: 17
  ys_warn_count: 7
  synthCells: 445
  syn-cell-area_um2: 4070
  flop_cell: "dfrtp_1"
final_timing:
  unclocked_pins: 60
  slew_headroom_pct: 52.2
  setup_viol: 0
  max_slew.worst_pin.slew_ns: 0.708
  max_clock_freq_ghz: 0.818
  post-route-min-period_ns: 1.22
  fin_setup_tns_ns: 0
  skew_ns: 0.00299
  rsz0062_at_grt: "false"
  slew_violations: 0
  post-route-period-util_pct: 94.0
  untimed_endpoints: 89
  hold_viol_final: 0
worst_setup_path:
  worstPathRequired_ns: 1.41
  r2r-end: "cnt[5]"
  end_kind: "flip-flop"
  cp-start-kind: "flip-flop"
  r2r_setup_slack_ns: 0.08
  crit_chain: "ha_2 > nor2b_1 > o21ai_0 > a22o_1"
  critical_path.max_fanout: 5
  reg2reg_from: "cnt[0]"
  critPathMaxStageDelay_ns: 0.42
  slowest_stage: "dfrtp_1"
  crit_type: "reg2reg"
  reg2reg_depth: 4
  worstPathArrival_ns: 1.33
placed_design:
  dp_hpwl_um: 5560
  place_congestion: 0.825
  io_buffer_count: 14
  dpl_cell_area_um2: 4290
outcome:
  status: "complete, no violations"
route:
  diodes: 0
  vias: 3001
  first_pass_iters: 4
  finalWirelength_um: 7400
  vias_per_cell: 5.16
  detail_route.wl_per_cell_um: 12.7
  ant_nets: 0
  drt_iter0_drc: 96
  drc: 0
flow_run:
  drv_cap: 0
  warnings: 37
global_route:
  grt_max_degree: 50
  grt_pass1_vias: 2684
  antenna_found_initial: 0
  grt_usage_pct: 15.2
  gr-total-overflow: 0
  grt_pass1_wl_um: 12700
[per-stage QoR]
step / power (mW) / setup slack [ns] / std cells / hold slack (ns)
2_1_floorplan: 0.238 / 0.176 / 449 / -0.0356
3_3_place_gp: 0.259 / 0.118 / 577 / 0.496
3_5_place_dp: 0.260 / 0.0812 / 577 / 0.514
4_1_cts: 0.567 / 0.0466 / 581 / 0.332
5_1_grt: 0.581 / 0.0138 / 582 / 0.354
6_report: 0.554 / 0.0779 / 582 / 0.323
[worst max path at each step]
stage          start      to  slack [ns]  cells after the start
CTS           cnt[1]  cnt[5]        0.05                      5
global route  cnt[0]  cnt[5]        0.01                      4
finish        cnt[0]  cnt[5]        0.08                      4
[cell families (layout without fill, tap and decap cells)]
family / after synthesis / count (layout) / synth area share [%]
other: 1 / 5 / 0.0921
adder cells (fa/ha/maj): 26 / 26 / 8.36
buffers and inverters: 49 / 49 / 5.53
multiplexers: 1 / 1 / 0.246
AND-OR/OR-AND: 78 / 78 / 12.4
flip-flops: 67 / 67 / 40.8
AND/OR/NAND/NOR: 196 / 196 / 26.7
XOR/XNOR: 27 / 27 / 5.81
[cell usage after synthesis (3+ instances only)]
cell / number / area [um^2]
a21o_1: 7 / 52.6
a21oi_1: 23 / 115
and2_1: 8 / 50.1
and3_1: 5 / 31.3
and4_1: 3 / 26.3
buf_2: 3 / 15.0
buf_4: 6 / 45.0
clkbuf_1: 11 / 41.3
dfrtp_1: 29 / 726
dfxtp_1: 20 / 400
edfxtp_1: 17 / 510
ha_1: 24 / 300
inv_1: 26 / 97.6
nand2_1: 39 / 146
nand2b_1: 4 / 25.0
nand3_1: 19 / 95.1
nand3b_1: 4 / 30.0
nand4_1: 8 / 50.1
nand4b_1: 3 / 26.3
nor2_1: 52 / 195
nor2b_1: 10 / 62.6
nor3_1: 11 / 55.1
nor3b_1: 4 / 30.0
nor4_1: 4 / 25.0
o21a_1: 4 / 30.0
o21ai_0: 17 / 85.1
o31ai_1: 4 / 30.0
xnor2_1: 20 / 175
xor2_1: 7 / 61.3
[routing by layer]
metal | global-route usage, % | routed length [um] | share of wire, % | up-vias
li1 | - | - | - | 1542
met3 | 0.138 | 119 | 1.6 | 2
met1 | 25.0 | 3850 | 52 | 1423
met5 | 0 | 0 | 0 | -
met4 | 0.650 | 19 | 0.26 | 0
met2 | 24.7 | 3420 | 46 | 34
[state kept, by name, summed over array words and instances, names as in the netlist]
register         cells
cnt_1us             20
state               17
temperature_buf     12
cnt                  6
step                 6
bit_valid            4
clk_1us              1
cnt_1us_clear        1
[critical path, delay by kind of cell (launching register included)]
kind / cells / cell delay, ns
DFF: 1 / 0.42
AOI/OAI and AO/OA: 2 / 0.34
adders and majority gates: 1 / 0.22
and+or+nand+nor: 1 / 0.14
[power groups by stage]
stage	logic [mW]	registers, mW	clock network (mW)
global route	0.0392	0.222	0.320
finish	0.0321	0.222	0.300
CTS	0.0349	0.222	0.311
[cell type report]
class	count	area share, %
Tap cell	133	3.83
Multi-Input combinational cell	333	50.6
Inverter	27	2.33
Timing Repair Buffer	18	3.91
Sequential cell	67	38.3
Clock buffer	4	1.04
[timing repair]
item | CTS | global route
endpoints found under the setup margin | 0 | 1
setup buffers | 0 | 1
resized | 0 | 2
Power is estimated from default activity; no workload was simulated.
